==> flow/config.mk <==
export PLATFORM = sky130hd
export DESIGN_NAME = d_ff
export DESIGN_NICKNAME = d_ff
export VERILOG_FILES = /design/flow/design.v
export SDC_FILE = /design/flow/constraint.sdc
export NUM_CORES = 4
export LEC_CHECK = 1
export CORE_AREA = 10 10 70 70
export DIE_AREA = 0 0 80 80
export SYNTH_HDL_FRONTEND = slang
==> flow/constraint.sdc <==
current_design d_ff

set clk_period 1.1
set clk_io_pct 0.2

create_clock -name clk0 -period $clk_period [get_ports {clk}]

set non_clock_inputs [all_inputs -no_clocks]
set_input_delay [expr $clk_period * $clk_io_pct] -clock clk0 $non_clock_inputs
set_output_delay [expr $clk_period * $clk_io_pct] -clock clk0 [all_outputs]
==> flow/design.v <==
module d_ff
#(parameter N = 8)
(
    input logic clk, reset, en,
    input logic [N-1:0] in_d,
    output logic [N-1:0] out_q 
);
always_ff @(posedge clk, posedge reset)
begin
    if (reset) 
        out_q <= {N{1'b0}};
    else if(en) 
        out_q <= in_d;
end
endmodule
==> flow/run.sh <==
#!/bin/bash
# OpenROAD 26Q1-2900-gdf79404cd8, Yosys 0.63+post, stock flow scripts
make -C /OpenROAD-flow-scripts/flow DESIGN_CONFIG=/design/flow/config.mk WORK_HOME=/design/flow/orfs finish
==> flow_summary.json <==
{
  "detail_route.vias_per_cell": 2.641,
  "cpPeakStageDelay_ns": 0.36,
  "yosys_area_um2": 335.3,
  "edf_count": 0,
  "drc": 0,
  "vias": 243,
  "whs_ns": 0.2268,
  "cap_viol_max_count": 0,
  "grt_pass1_wl_um": 1462,
  "htreeDepth": 1,
  "outcome": "finished clean",
  "syn2layout_area_growth_pct": 95.52,
  "finalPower_w": 0.0007337,
  "async_flop_share": 1.000,
  "start_kind": "register",
  "setup_violations": 0,
  "synthDistinctLibCells": 4,
  "cts_buffers": 3,
  "place_congestion": 0.7232,
  "cts.path.max_buffers": 2,
  "numSynthFlops": 8,
  "cts-root-buf": "clkbuf_4",
  "p_int_w": 0.0005924,
  "diodes": 0,
  "synthCells": 18,
  "ys_seq_share": 0.5970,
  "required_ns": 0.88,
  "warnings": 25,
  "ys_top_cells_by_count": "8 x dfrtp_1, 8 x mux2_4, 1 x buf_6, 1 x inv_1",
  "die_y_um": 80,
  "critPathSlowestCell": "dfrtp_1",
  "seq_power_share": 0.464,
  "netlist_area_um2": 335.3,
  "yosys.area.top_type_share": 0.5970,
  "synth_warnings": 0,
  "cts.sinks": 8,
  "wirelength_um": 934,
  "maxSlewViolCount": 0,
  "synth_top_cell_by_area": "dfrtp_1",
  "holdBufCountCts": 0,
  "hold_class": "input pin to async pin",
  "area_leaders": "dfrtp_1 60%, mux2_4 36%, buf_6 3.4%, inv_1 1.1%",
  "grt_max_degree": 9,
  "dieArea_um2": 6400,
  "path_class": "register to primary output",
  "p_comb_frac": 0.249,
  "fp-utilization": 0.09817,
  "p_leak_nw": 0.2978,
  "path_buffers": 1,
  "globalRouteOverflowTotal": 0,
  "path_delay_family": "flip-flops",
  "finish.utilization": 0.1919,
  "clkPwrFrac": 0.286,
  "flop_cell": "dfrtp_1",
  "yosysCellCount": 18,
  "fmax_ghz": 0.9440,
  "rsz0062_at_grt": "false",
  "die_w_um": 80,
  "drt_iter0_markers": 16,
  "tightestPinTransition_ns": 0.2932,
  "vdd_drop_max_mv": 0.1805,
  "p_per_area_nw_per_um2": 1119,
  "cp_cell_sequence": "dlygate4sd2_1",
  "cts_tree": "done",
  "fin_cells": 92,
  "p_sw_frac": 0.1926,
  "endpoint_kind": "primary output",
  "top_register": "out_q",
  "core-area_um2": 3416,
  "largest_register_ffs": 8,
  "place_inst": 82,
  "rows": 21,
  "worstPathArrival_ns": 0.84,
  "p_switching_w": 0.0001413,
  "finClkSkew_ns": 0,
  "reg_top3": "out_q x8",
  "dr.pass1.iters": 2,
  "ant_nets": 0,
  "clk_pin_slew_worst_paths_ns": 0.05,
  "port_buffers": 18,
  "syn_avg_cell_area_um2": 18.63,
  "wl_per_cell_um": 10.15,
  "grt_use_total": 0.02958,
  "io_pins": 19,
  "max-slew-margin-rel": 0.8043,
  "hold_viol": 0,
  "grt_pass1_vias": 273,
  "antenna_found_initial": 0,
  "post-route-min-period_ns": 1.059,
  "cp_max_fo": 2,
  "finalClockPeriodUsage": 0.9630,
  "drive_gt1_frac": 0.4130,
  "clk-insertion-delay-late_ns": 0.24
}
## what timing repair did
action | in CTS | in global routing
endpoints found under the hold margin | 0 | 0
endpoints found under the setup margin | 8 | 5
gates resized | 11 | 4
pin swaps | 0 | 0
buffers inserted | 4 | 3
## final timing paths
check / from / cells past startpoint / end / slack, ns
worst max-delay path: out_q[2]$_DFFE_PP0P_ / 1 / out_q[2] / 0.04
worst min-delay path: reset / 2 / out_q[4]$_DFFE_PP0P_ / 0.23
worst max register to register: out_q[1]$_DFFE_PP0P_ / 3 / out_q[1]$_DFFE_PP0P_ / 0.12
worst min register to register: out_q[5]$_DFFE_PP0P_ / 1 / out_q[5]$_DFFE_PP0P_ / 0.53
max in group asynchronous: reset / 2 / out_q[6]$_DFFE_PP0P_ / 0.65
min in group clk0: out_q[5]$_DFFE_PP0P_ / 1 / out_q[5]$_DFFE_PP0P_ / 0.53
## metrics by stage
step / area (µm²) / TNS [ns] / worst slack (ns)
6_report: 655.6 / 0 / 0.04073
3_5_place_dp: 581.8 / -1.506 / -0.1958
2_1_floorplan: 335.3 / 0 / 0.3379
5_1_grt: 655.6 / 0 / 0.005521
4_1_cts: 628.1 / 0 / 0.001491
3_3_place_gp: 581.8 / -1.496 / -0.1884
## cell type report
type                            count  area (µm²)
Clock buffer                        3       22.52
Tap cell                           46       57.56
Sequential cell                     8       200.2
Multi-Input combinational cell      8       120.1
Inverter                            1       3.754
Timing Repair Buffer               26       251.5
Fill cell                         384        2760
## cell families after synthesis
logic type,Yosys count,share of synthesized area
flip-flops,8,0.5970
buffers and inverters,2,0.04476
multiplexers,8,0.3582
## cells in the final DEF, fill, tap and decap left out
cell type / netlist / final
buf_12: 0 / 1
dlygate4sd2_1: 0 / 1
buf_4: 0 / 7
mux2_4: 8 / 8
clkdlybuf4s50_1: 0 / 10
dfrtp_1: 8 / 8
inv_1: 1 / 1
clkbuf_4: 0 / 3
clkdlybuf4s15_1: 0 / 7
## layer usage
metal,routed length [µm],global-route usage,up-vias,part of all wire
li1,-,-,116,-
met1,362,0.03378,114,0.39
met2,458,0.04896,11,0.49
met3,72,0.009091,2,0.077
met4,41,0.01408,0,0.044
met5,0,0,-,0
## power groups by stage
| stage | logic, W | clock network, W | registers, W |
|---|---|---|---|
| after CTS | 0.000167 | 0.000220 | 0.000340 |
| after global routing | 0.000198 | 0.000236 | 0.000345 |
| final | 0.000183 | 0.000210 | 0.000341 |
Power is estimated from default activity; no workload was simulated.
