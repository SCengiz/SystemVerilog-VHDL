File: ./design.v
module synchronizer
#(parameter N = 8)
(
    input logic clk, reset,
    input logic [N-1:0] in_d,
    output logic [N-1:0] out_q
);
logic [N-1:0] dd;
always_ff @(posedge clk)
begin
    if (reset)
        out_q <= {N/2{2'b00}};
    else 
    begin
        dd <= in_d;
        out_q <= dd;
    end;
end
endmodule
File: ./run.sh
#!/bin/bash
# OpenROAD 26Q1-2900-gdf79404cd8, Yosys 0.63+post, stock flow scripts
make -C /OpenROAD-flow-scripts/flow DESIGN_CONFIG=/design/flow/config.mk WORK_HOME=/design/flow/orfs finish
File: ./config.mk
export PLATFORM = sky130hd
export DESIGN_NAME = synchronizer
export DESIGN_NICKNAME = synchronizer
export VERILOG_FILES = /design/flow/design.v
export SDC_FILE = /design/flow/constraint.sdc
export NUM_CORES = 4
export LEC_CHECK = 1
export CORE_AREA = 10 10 71 71
export DIE_AREA = 0 0 81 81
export SYNTH_HDL_FRONTEND = slang
File: ./constraint.sdc
current_design synchronizer

set clk_period 1.0
set clk_io_pct 0.2

create_clock -name clk0 -period $clk_period [get_ports {clk}]

set non_clock_inputs [all_inputs -no_clocks]
set_input_delay [expr $clk_period * $clk_io_pct] -clock clk0 $non_clock_inputs
set_output_delay [expr $clk_period * $clk_io_pct] -clock clk0 [all_outputs]
==> impl_metrics.tcl <==
# implementation run metrics
set metrics [dict create \
    floorplan.die.width_um 81 \
    post-route-drc-count 0 \
    grt_overflow 0 \
    static-leakage-power_nw 0.285 \
    fp.dieH_um 81 \
    detail_route.first_pass.iterations 2 \
    grt_max_degree 10 \
    crit_required_ns 0.80 \
    yosys.area_share.adder_pct 0 \
    drtAntennaViolNets 0 \
    worst_path_largest_cell_delay_ns 0.29 \
    critical_path_peak_fanout 1 \
    postRouteWirelength_um 819 \
    timing.final.crit_share_pct 95.9 \
    combinational_cell_fraction_of_total_power_pct 6.6 \
    routabilityCongestion 0.631 \
    fin_worst_skew_ns 0.00695 \
    synthMuxAreaShare_pct 0 \
    ys_ff 16 \
    synthesis.area_um2 454 \
    ys_seq_share_pct 88.2 \
    drt_first_iter_violations 4 \
    layout.area.seq_um2 400 \
    max_cap_violations 0 \
    crit_arrival_ns 0.76 \
    netlist_logic_family_top "simple AND/OR/NAND/NOR gates" \
    cts-root-buf "sky130_fd_sc_hd__clkbuf_8" \
    top_cells_by_area "sky130_fd_sc_hd__edfxtp_1 (53%), sky130_fd_sc_hd__dfxtp_1 (35%), sky130_fd_sc_hd__nor2b_1 (11%)" \
    tightestPinTransition_ns 0.278 \
    run_status "complete, no violations" \
    slew_viol_final 0 \
    route.antenna.diode_count 0 \
    yosysChipArea_um2 454 \
    rsz_0062_raised_after_global_routing "false" \
    post_synth_inst_count 25 \
    worst_slew_margin_rel_pct 81.4 \
    fp-row-count 22 \
    post_synth_and_or_nand_nor_area_fraction_pct 11.0 \
    cells_in_synth_stat_txt 25 \
    report.final.hold_viol_count 0 \
    dpl_worst_slack_ns -0.210 \
    max_freq_mhz 1040 \
    port_buffers 17 \
    yosys.area.top_type "sky130_fd_sc_hd__edfxtp_1" \
    num-fill-cells 394 \
    power_frac_seq_pct 57.9 \
    cts_buffers 3 \
    power_density_nw_per_um2 1780 \
    timing.final.crit_period_ns 0.959 \
    grt_pass1_vias 224 \
    critical-path-top-delay-family "flip-flops" \
    worstSetupEndpointType "output port" \
    design.die.area_um2 6560 \
    internal-power_mw 1.08 \
    clock_tree.htree_level_count 1 \
    crit_slowest_cell "sky130_fd_sc_hd__dfxtp_1" \
    slack_of_the_critical_path_ns 0.0408 \
    placeableCoreArea_um2 3630 \
    cts_num_sinks 16 \
    clock_power_share_pct 35.5 \
    power_switching_share_pct 16.1 \
    cts_hold_buffers 0 \
    io_pins 18 \
    avgSynthCellArea_um2 18.2 \
    clkSlewWorstSetupHoldPaths_ns 0.06 \
    net-switching-power_mw 0.208 \
    grt_antenna_before_repair 0 \
    dpl.cell_count 91 \
    netlist.area_leader.share_pct 52.9 \
    grt_first_pass_wirelength_um 1140 \
    final.hold.worst_slack_ns 0.455 \
    vias_per_cell 2.51 \
    cts_max_path_buffers 2 \
    num_vias 238 \
    layout.area.comb_um2 50.0 \
    fp-utilization_pct 12.5 \
    routedWlPerCell_um 8.62 \
    finalSetupViolCount 0 \
    grt_usage_pct 2.40 \
    finalPower_mw 1.29 \
    ys_sh_aoi_pct 0 \
    post_layout_nonfiller_instances 95 \
    yosys.area_share.xor_xnor_pct 0 \
    critical_path.n_buffers_inverters 1 \
    timing.hold.worst.class "register to register" \
    cts_tree "built" \
    warning_count 25 \
    drive_gt1_share_pct 8.51 \
    ys_types 4 \
    worstSetupStartpointType "register" \
    yosysWarningCount 0 \
    critical_path_class "register to output port" \
    worst_ir_drop_vdd_mv 0.525 \
    worstPathCellList "dlygate4sd2_1" \
    synthToLayoutAreaGrowth_pct 60.1 \
    worst_skew_pair.late_latency_ns 0.24 \
]
-- cells in the final DEF (no fill, tap or decap) --
master	synthesis	final
sky130_fd_sc_hd__clkdlybuf4s50_1	0	9
sky130_fd_sc_hd__clkbuf_8	0	3
sky130_fd_sc_hd__dlygate4sd2_1	0	8
sky130_fd_sc_hd__inv_1	1	1
sky130_fd_sc_hd__clkbuf_1	0	1
sky130_fd_sc_hd__edfxtp_1	8	8
sky130_fd_sc_hd__buf_4	0	1
sky130_fd_sc_hd__nor2b_1	8	8
sky130_fd_sc_hd__dfxtp_1	8	8
-- kinds of logic after synthesis --
logic type / Yosys count
simple gates: 8
buf+inv: 1
flops: 16
-- Yosys cell counts --
cell type and n:
sky130_fd_sc_hd__nor2b_1 8, sky130_fd_sc_hd__dfxtp_1 8, sky130_fd_sc_hd__inv_1 1, sky130_fd_sc_hd__edfxtp_1 8
-- per-layer routing --
layer | vias up | track usage, % | part of all wire [%]
met1 | 90 | 2.30 | 35
met2 | 20 | 1.99 | 22
met3 | 2 | 4.90 | 42
li1 | 126 | - | -
met4 | 0 | 0.173 | 0.49
met5 | - | 0 | 0
-- state kept, by name, summed over array words and instances, names as in the netlist --
| register | flops |
|---|---|
| dd | 8 |
| out_q | 8 |
-- what timing repair did --
item | 4_1_cts | 5_1_grt
hold endpoints to repair | 0 | 0
gates resized | 8 | 0
setup endpoints to repair | 8 | 0
setup buffers | 0 | 0
-- stage by stage --
stage               setup TNS, ns  instance area, µm²  util, %
floorplan                       0                 454        -
global placement            -1.31                 692     19.0
detailed placement          -1.68                 692     19.0
CTS                             0                 727     20.0
global route                    0                 727     20.0
finish                          0                 727     20.0
-- power by group through the flow --
stage	sequential (mW)	combinational [mW]	clock, mW
global route	0.751	0.0939	0.507
finish	0.748	0.0854	0.458
CTS	0.748	0.0884	0.479
-- final cells by class --
cell class / instances / area share [%]
Clock buffer: 4 / 6.20
Inverter: 1 / 0.516
Multi-Input combinational cell: 8 / 6.88
Sequential cell: 16 / 55.1
Tap cell: 48 / 8.26
Timing Repair Buffer: 18 / 23.1
-- path summary, 6_finish.rpt --
kind	start	endpoint	slack (ns)	cells after the start
worst max-delay path	out_q[0]	out_q[0]	0.04	1
worst min-delay path	dd[3]	out_q[3]	0.46	1
worst min register to register	dd[3]	out_q[3]	0.46	1
worst max register to register	dd[0]	out_q[0]	0.39	1
No activity file was given, so power comes from the tool's default toggle rates.
